### flow/config.mk
export PLATFORM = sky130hd
export DESIGN_NAME = datapath
export DESIGN_NICKNAME = datapath
export VERILOG_FILES = /design/flow/design.v
export SDC_FILE = /design/flow/constraint.sdc
export NUM_CORES = 4
export LEC_CHECK = 1
export CORE_UTILIZATION = 40
### flow/constraint.sdc
current_design datapath

set clk_period 10.0
set clk_io_pct 0.2

create_clock -name clk0 -period $clk_period [get_ports {clk}]

set non_clock_inputs [all_inputs -no_clocks]
set_input_delay [expr $clk_period * $clk_io_pct] -clock clk0 $non_clock_inputs
set_output_delay [expr $clk_period * $clk_io_pct] -clock clk0 [all_outputs]
### flow/design.v
module datapath (
  input clk, 
  input reset_n, 
  input data_ready, 
  input  signed [7:0] data_in, 
  output signed [7:0] data_filtered,
  output filtered_ready,
  input cic_en,
  input fir_en,
  input clr_cic,
  input signed [7:0] coef0,
  input signed [7:0] coef1,
  input signed [7:0] coef2,
  input signed [7:0] div,
  input signed [1:0] decimation_ratio
);
  wire signed [7:0] data_cic;
  wire cic_ready;
  cic cic_u(.clk(clk), .resetn(reset_n), .clear(clr_cic), .enable(cic_en),	 
            .data_in_ready(data_ready), .data_in(data_in), .filter_dec_factor(decimation_ratio),   
            .data_out_ready(cic_ready), .data_out(data_cic)                  
            );
  fir fir_u(.clk(clk), .reset_n(reset_n), .enable(fir_en),                   
            .in_ready(cic_ready), .data_in(data_cic),                        
            .coef0(coef0), .coef1(coef1), .coef2(coef2), 
            .div(div),
            .data_out(data_filtered), .out_ready(filtered_ready)             
           );
endmodule
module cic #(
	parameter ORDER = 3,
	parameter MIN_DEC_RATE = 1,
	parameter MAX_DEC_RATE = 8,
	parameter INPUT_WIDTH = 8,
	parameter INPUT_FRAC_WIDTH = 7,
	parameter OUTPUT_WIDTH = 8,
	parameter OUTPUT_FRAC_WIDTH = 7
)
(
	input resetn,
	input clk,
	input clear,
	input enable,
    input signed [INPUT_WIDTH-1:0] data_in,	
	input data_in_ready,
	input [$clog2($clog2(MAX_DEC_RATE+1))-1:0] filter_dec_factor,
	output reg data_out_ready,
	output reg signed [OUTPUT_WIDTH-1:0] data_out
);
	localparam int FULL_WIDTH = INPUT_WIDTH + 9;
	localparam int INT0_WIDTH = FULL_WIDTH;
	localparam int INT1_WIDTH = FULL_WIDTH;
	localparam int INT2_WIDTH = FULL_WIDTH;
	localparam int COMB1_WIDTH = FULL_WIDTH;
	localparam int COMB2_WIDTH = FULL_WIDTH;
	localparam int TRUNC_LSB = COMB2_WIDTH - (INPUT_WIDTH - INPUT_FRAC_WIDTH) - OUTPUT_FRAC_WIDTH;
	reg signed [INT0_WIDTH-1:0] cic_int_0;
	reg signed [INT1_WIDTH-1:0] cic_int_1;
	reg signed [INT2_WIDTH-1:0] cic_int_2;
	reg signed [COMB1_WIDTH-1:0] cic_comb_1;
	reg signed [COMB2_WIDTH-1:0] cic_comb_2;
	logic signed [COMB1_WIDTH-1:0] cic_comb_out_1;
	logic signed [COMB2_WIDTH-1:0] cic_comb_out_2;
	reg [$clog2(MAX_DEC_RATE)-1:0] cic_dec_factor_counter;
	logic signed [OUTPUT_WIDTH-1:0] truncated_data_out;
	always_comb begin
		cic_comb_out_1 = cic_int_2 - cic_comb_1;
		cic_comb_out_2 = cic_comb_out_1 - cic_comb_2;
		truncated_data_out = cic_comb_out_2[(OUTPUT_WIDTH-1)+TRUNC_LSB:TRUNC_LSB];
		truncated_data_out += $unsigned(cic_comb_out_2[TRUNC_LSB-1]);
	end
	always_ff @(posedge clk, negedge resetn) begin
		if(!resetn) begin
			cic_dec_factor_counter <= 'd0;
			data_out_ready <= 1'b0;
			data_out <= 'sd0;
			cic_int_0 <= 'sd0;
			cic_int_1 <= 'sd0;
			cic_int_2 <= 'sd0;
			cic_comb_1 <= 'sd0;
			cic_comb_2 <= 'sd0;
		end else if(clear) begin
			cic_dec_factor_counter <= 'd0;
			data_out_ready <= 1'b0;
			data_out <= 'sd0;
			cic_int_0 <= 'sd0;
			cic_int_1 <= 'sd0;
			cic_int_2 <= 'sd0;
			cic_comb_1 <= 'sd0;
			cic_comb_2 <= 'sd0;
		end else if(enable) begin
			data_out_ready <= 1'b0;
			if(data_in_ready) begin
				case(filter_dec_factor)
					0: cic_int_0 <= cic_int_0 + (data_in <<< 9);
					1: cic_int_0 <= cic_int_0 + (data_in <<< 6);
					2: cic_int_0 <= cic_int_0 + (data_in <<< 3);
					default: cic_int_0 <= cic_int_0 + data_in;
				endcase
				cic_int_1 <= cic_int_1 + cic_int_0;
				cic_int_2 <= cic_int_2 + cic_int_1;
				if(cic_dec_factor_counter == (2**filter_dec_factor-1)) begin
					cic_dec_factor_counter <= 'd0;
					cic_comb_1 <= cic_int_2;
					cic_comb_2 <= cic_comb_out_1;
					cic_int_2 <= cic_int_1;
					data_out_ready <= 1'b1;
					data_out <= truncated_data_out;
				end else begin
					cic_dec_factor_counter <= cic_dec_factor_counter + 1'b1;
				end
			end
		end
	end
endmodule
module fir  #(parameter WIDTH = 8)(
  input clk, 
  input reset_n, 
  input enable,
  input                          in_ready, 
  input  signed [WIDTH-1:0]      data_in, 
  output reg signed [WIDTH-1:0]  data_out,
  output reg                     out_ready,
  input  signed [WIDTH-1:0]      coef0,
  input  signed [WIDTH-1:0]      coef1,
  input  signed [WIDTH-1:0]      coef2,
  input  signed [WIDTH-1:0]       div
);
  localparam ACCUM_WIDTH      = WIDTH+WIDTH+WIDTH+2;    
  localparam ACCUM_FRAC_WIDTH = (WIDTH-1)+(WIDTH-1)+(WIDTH-1);
  reg [WIDTH-1:0] data_in_reg[0:1];         
  logic signed [ACCUM_WIDTH-1:0] accum_data;
  always_comb begin
    if(enable && in_ready) begin
      accum_data <= coef0 * data_in + coef1 * data_in_reg[0] + coef2 * data_in_reg[1];
    end
    else begin
      accum_data <= 'sd0;
    end
  end
  always @(posedge clk, negedge reset_n) begin
    if(!reset_n) begin
      data_in_reg[0] <= 0;
      data_in_reg[1] <= 0;
      data_out <= 'd0;
      out_ready <= 1'b0;
    end else if(enable && in_ready) begin
      data_in_reg[1] <= data_in_reg[0];
      data_in_reg[0] <= data_in;
      data_out <= accum_data >>> div;
      out_ready <= 1'b1;
    end else if(!enable) begin
      data_in_reg[0] <= 0;
      data_in_reg[1] <= 0;
      data_out <= 'd0;
      out_ready <= 1'b0;
    end else begin
    end
  end
endmodule : fir
### flow/run.sh
#!/bin/bash
# OpenROAD 26Q1-2900-gdf79404cd8, Yosys 0.63+post, stock flow scripts
make -C /OpenROAD-flow-scripts/flow DESIGN_CONFIG=/design/flow/config.mk WORK_HOME=/design/flow/orfs finish
==> flow_summary_export.csv <==
group,metric,value,unit
worst_hold_path,holdPathStages,1,
detailed_routing,num_vias,14350,
setup_path,end_kind,"flip-flop",
status,status,"finished, final reports clean",
floorplanning,fp_util,0.4076,
power_and_ir_drop,pwr-share-seq,0.326,
detailed_routing,wl_per_cell,15.66,microns
synth,ys_area,17680,sq um
global_routing,grt_max_degree,51,
clock_tree,clockBufferDepth,2,
timing,fmax,111.3,MHz
floorplanning,die_h,212.2,microns
power_and_ir_drop,switching_power,525.2,uW
setup_path,r2r_end,"fir_u.data_out[6]",
global_routing,track_usage,0.2066,
floorplanning,row_count,76,
global_routing,grt_pass1_wl,71900,microns
setup_path,ff2ff_path_depth,30,
global_routing,grt_overflow,0,
clock_tree,cts-resized-gates,0,
floorplanning,die_x,212.2,microns
layout,fin_area,19390,sq um
clock_tree,cts_root_buf,"clkbuf_16",
synth,ys_sh_aoi,0.1742,
setup_path,worst-setup-path-type,"in2reg",
synth,mux_share,0.02909,
layout,post_route_cells_drive_above_1_share,0.03377,
synth,async_reset_ff_frac,1.000,
synth,synth_seq_share,0.1727,
synth,ys_cells,2102,
detailed_routing,wirelength,42540,microns
job,warnings,25,
synth,synth.cell_area,17680,sq um
job,max_cap_violations,0,
detailed_routing,drt_iter0_markers,665,
timing,max_slew.worst_pin.slew,0.7767,ns
setup_path,path_max_fanout,8,
layout,fill_cells,4196,
synth,synth_top_flop_cell,"dfrtp_1",
floorplanning,num_io_pins,57,
timing,rsz0062_at_grt,"false",
setup_path,crit_path_start,"coef0[0]",
timing,setup_viol,0,
timing,finalSetupTns,0,ns
layout,layout.cells.non_filler,2717,
timing,slew_violations,0,
place,dp.cells,2687,
timing,fin_skew,0.01458,ns
synth,ys_top_logic_family,"adder cells",
global_routing,antenna_found_initial,0,
power_and_ir_drop,switching_share,0.3238,
layout,areaGrowthSynthToFinish,9.705,%
setup_path,reg2reg_from,"fir_u.data_in_reg[0][2]",
place,dpl.hpwl,33800,microns
synth,yosys_register_bits,122,
detailed_routing,ant_nets,0,
layout,register_area,3053,sq um
setup_path,worstPathArrival,9.29,ns
power_and_ir_drop,power.share.combinational,0.301,
clock_tree,clk_latency,0.42,ns
setup_path,start_kind,"input pin",
synth,synth_xor_xnor_area_share,0.06342,
timing,fin_crit_sh,0.8981,
timing,slew_headroom,0.4774,
clock_tree,cts_tree,"done",
clock_tree,cts_made_buffers,17,
place,gp_congestion,0.9119,
power_and_ir_drop,irDropWorstVdd,0.08219,mV
synth,ys_types,82,
setup_path,required,10.31,ns
floorplanning,core,43360,sq um
place,placed_cell_area,18820,sq um
global_routing,first_global_vias,14260,
setup_path,ff2ff_setup_slack,2.62,ns
timing,worst_slack,1.019,ns
power_and_ir_drop,p_int,1.097,mW
power_and_ir_drop,powerDensity,83.64,nW/um^2
clock_tree,htreeDepth,4,
clock_tree,cts.sinks,122,
synth,synth-simple-area-share,0.1755,
layout,logic_area,13310,sq um
detailed_routing,firstDrtPassIters,5,
place,io_buffers,56,
place,pre_cts_slack,0.5728,ns
worst_hold_path,hold_class,"reg2reg",
timing,period_needed,8.981,ns
clock_tree,post_cts_buffers,0,
clock_tree,path_clk_slew,0.05,ns
detailed_routing,viasPerCell,5.281,
detailed_routing,drc_errors,0,
synth,edf_count,0,
detailed_routing,diodes,0,
setup_path,cp-endpoint,"fir_u.data_out[6]",
synth,yosysWarnings,3,
synth,avgSynthCellArea,8.409,sq um
synth,synthCells,2102,
floorplanning,chipArea,45030,sq um
timing,hold_violations,0,
power_and_ir_drop,pwr-share-clk,0.373,
power_and_ir_drop,p_leak,9.314,nW
synth,synth_adder_area_share,0.3102,
clock_tree,cts_hold_buf,0,
cell usage after synthesis (14+ instances only):
cell	n	area share
inv_1	275	0.058
o21bai_1	23	0.0098
nor3_1	40	0.011
a21oi_1	125	0.035
nor2b_1	37	0.013
ha_1	227	0.16
nand2_1	230	0.049
xnor2_1	85	0.042
a21o_1	34	0.014
dfrtp_1	122	0.17
fa_1	132	0.15
a31oi_1	16	0.0057
a211oi_1	25	0.011
nor2_1	105	0.022
clkbuf_1	64	0.014
nand3_1	43	0.012
a22o_1	36	0.018
xor2_1	43	0.021
mux2i_1	39	0.022
and3_1	14	0.0050
and2_1	99	0.035
o211ai_1	17	0.0072
o21ai_0	84	0.024
or3_1	14	0.0050
through the flow:
| step | hold WS, ns | utilization | power (mW) |
|---|---|---|---|
| 6_report | 0.4883 | 0.4472 | 1.622 |
| 5_1_grt | 0.5098 | 0.4472 | 1.722 |
| 4_1_cts | 0.5010 | 0.4472 | 1.638 |
| 3_5_place_dp | 0.4808 | 0.4340 | 1.024 |
| 3_3_place_gp | 0.4671 | 0.4340 | 1.017 |
| 2_1_floorplan | 0.4242 | - | 0.8874 |
critical path, stage by stage:
cell and delay (ns):
clkdlybuf4s50_1 0.63, nand2_1 0.13, fa_1 0.54, fa_1 0.53, fa_1 0.52, fa_1 0.54, inv_1 0.04, ha_1 0.32
a21oi_1 0.20, o21ai_0 0.11, a21oi_1 0.22, nand2b_1 0.14, a21oi_1 0.08, nor2_1 0.11, xor2_1 0.30, fa_1 0.44
inv_1 0.06, ha_1 0.31, a21oi_1 0.30, nand2_1 0.11, a211o_1 0.30, a31oi_1 0.20, xnor2_1 0.21, a22oi_2 0.15
mux4_2 0.50, nand3b_1 0.17, o311ai_1 0.11
layout make-up:
type,count,share of cell area
clock buffer,24,0.02484
clock inverter,6,0.004646
inverter,276,0.05343
multi-input combinational,1631,0.6863
sequential,122,0.1574
tap,585,0.03775
timing repair buffer,73,0.03555
per-layer routing:
metal,part of all wire,up-vias,GRT usage,routed length [microns]
li1,-,7222,-,-
met1,0.46,6862,0.2951,19530
met2,0.48,226,0.3441,20560
met3,0.034,39,0.02866,1464
met4,0.023,0,0.03920,985
met5,0,-,0,0
cells by family after synthesis:
| family | Yosys count |
|---|---|
| AND/OR/NAND/NOR | 639 |
| multiplexers | 46 |
| flip-flops | 122 |
| AND-OR/OR-AND | 459 |
| adder cells (fa/ha/maj) | 359 |
| buffers and inverters | 349 |
| XOR/XNOR | 128 |
worst min path at each step:
stage,startpoint,end
4_1_cts,cic_u.cic_comb_2[4],cic_u.cic_comb_2[4]
5_1_grt,cic_u.cic_comb_1[7],cic_u.cic_comb_1[7]
6_report,fir_u.out_ready,fir_u.out_ready
placed cells by master, fill, tap and decap left out, types with 5 or more instances in the layout:
cell             instances
a211oi_1                25
fa_1                   132
nand3_1                 43
nor3_1                  40
inv_1                  275
a21boi_0                10
xnor2_1                 85
nand2b_1                10
o21ai_0                 84
a22o_1                  36
o21a_1                  11
nor2_1                 103
nand3b_1                 6
or2_2                    7
ha_1                   227
nand2_1                230
a21oi_1                125
dfrtp_1                122
buf_4                   17
nor2b_1                 37
o211ai_1                17
nand4_1                 11
and3_1                  14
o21bai_1                23
clkbuf_16               17
a31oi_1                 16
a21o_1                  34
mux2i_1                 39
nor4_1                   6
a211o_1                  6
a41oi_1                  6
o221ai_1                 5
xor2_1                  43
clkdlybuf4s50_1         55
or3_1                   14
and2_1                  99
power groups by stage:
| stage | Sequential (mW) | Combinational, mW | Clock, mW |
|---|---|---|---|
| finish | 0.528 | 0.488 | 0.606 |
| global route | 0.530 | 0.549 | 0.643 |
| CTS | 0.528 | 0.491 | 0.620 |
Power is estimated from default activity; no workload was simulated.
